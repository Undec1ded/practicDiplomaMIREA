===== flow/config.mk =====
export PLATFORM = sky130hd
export DESIGN_NAME = logicTop
export DESIGN_NICKNAME = logicTop
export VERILOG_FILES = /design/flow/design.v
export SDC_FILE = /design/flow/constraint.sdc
export NUM_CORES = 4
export LEC_CHECK = 1
export CORE_UTILIZATION = 40

===== flow/run.sh =====
#!/bin/bash
# OpenROAD 26Q1-2900-gdf79404cd8, Yosys 0.63+post, stock flow scripts
make -C /OpenROAD-flow-scripts/flow DESIGN_CONFIG=/design/flow/config.mk WORK_HOME=/design/flow/orfs finish

===== flow/design.v =====
`timescale 1ns / 1ps
module counter(
input clk,
input buttonRestart,
output reg led = 1'b0
);
reg [32: 0]counter = 'b0;
always@(posedge clk)
begin
    counter <= counter + 1'b1;
    if (buttonRestart == 0)
        begin
            counter <= 'b0;
        end
    else if (counter == 32'b00000_00000_00000_00000_00000_00000_01)
        begin
            led <= 1'b1;
        end
    else led <= 1'b0;
end
endmodule
`timescale 1ns / 1ps
module frequencyDivider(
input clk,
input buttonRestart,
output reg clkOut = 1'b0
);
parameter N = 20;
reg [N - 1: 0] counter = 0;
always @(posedge clk)
begin
    counter <= counter + 1'b1;
    if (buttonRestart == 0)
        begin
            counter <= 'b0;
            clkOut <= 'b0;
        end    
        counter <= counter + 1;
    if (counter == 'b0)
        begin
            clkOut <= 1'b1;
        end
    else clkOut <= 1'b0;
end
endmodule
`timescale 1ns / 1ps
module logicTop(
input clk,
input buttonRestart,
output ledOut
    );
wire signClk;
frequencyDivider component1 (.clk(clk), .buttonRestart(buttonRestart), .clkOut(signClk));
counter component2 (.clk(signClk), .buttonRestart(buttonRestart), .led(ledOut));
endmodule

===== flow/constraint.sdc =====
current_design logicTop

set clk_period 5.2
set clk_io_pct 0.2

create_clock -name clk0 -period $clk_period [get_ports {clk}]

set non_clock_inputs [all_inputs -no_clocks]
set_input_delay [expr $clk_period * $clk_io_pct] -clock clk0 $non_clock_inputs
set_output_delay [expr $clk_period * $clk_io_pct] -clock clk0 [all_outputs]

==> qor.rpt <==
=========================================================================================
Run status ................................................................. complete, no violations
Switching power of the nets ................................................    0.0539 mW
Worst min-delay path category .............................................. flop to flop
Vias in the first global route .............................................        1,585
Clock network power share ..................................................        0.378
Met1 layer usage reported by global route ..................................        0.246
Worst Max-Slew Pin Slew ....................................................       740 ps
Global-route layer with the greatest usage .................................         met1
DRC ........................................................................            0
Fin crit share .............................................................        0.278
Share of the core filled by cells before placement .........................        0.415
Insertion Delay late pin ...................................................       250 ps
Count of input and output buffers ..........................................            2
Synthesis area per yosys ...................................................   2440 sq um
Number of register pins that no clock reaches ..............................           34
Overall chip area ..........................................................   6420 sq um
Category of the worst setup path launch point ..............................         flop
Dominant cell by count in the synthesized netlist ..........................      dfxtp_1
Wirelength per Cell ........................................................      12.6 um
Bufs on Longest Clock Path .................................................            2
Fraction of final layout cells sized beyond drive strength 1 ...............       0.0301
Post-CTS sizing ............................................................            0
CTS root buffer ............................................................     clkbuf_8
Antenna violations before repair ...........................................            0
Pins over their slew limit .................................................            0
Half-perimeter wire length after detailed placement ........................      2930 um
Antenna diode count ........................................................            0
Type of element capturing the critical path ................................         flop
Proportion of total power due to net switching .............................        0.200
Final WL ...................................................................      4280 um
Main area contributors ..................................................... dfxtp_1 (44%), xnor2_1 (6.5%), o31ai_1 (4.6%), or4_1 (4.6%), a21oi_1 (4.1%)
Unrepaired setup endpoints after global routing ............................           no
TritonCTS clock tree .......................................................        built
Placeable core region ......................................................   5890 sq um
Max H-tree Level ...........................................................            1
Relative area change from synthesis to final layout ........................        5.03%
Violation count after the first detailed-routing iteration .................           67
Worst setup skew after layout ..............................................      1.64 ps
Dominant synthesized flop cell .............................................      dfxtp_1
Max capacitance violation total ............................................            0
Number of standard-cell rows in the floorplan ..............................           28
Routed via count divided by cell count .....................................         5.56
Total routing resource utilization after global routing ....................        0.147
Portion of the post-synthesis area used by sequential elements .............        0.455
Final hold violation count .................................................            0
Cell type with the largest total area ......................................      dfxtp_1
Slew HR ....................................................................        0.505
CTS Hold Buffers Added .....................................................            0
Setup violation total in the final timing report ...........................            0
Total global routing overflow ..............................................            0
Static leakage .............................................................     0.804 nW
Area share of the leading cell type in the synthesized netlist .............        0.443
Number of unconstrained endpoints ..........................................           36
Average instance area after synthesis ......................................   9.04 sq um
First-pass GRT wire length .................................................      7470 um
Worst setup slack for register-to-register paths ...........................      3760 ps
Stage-log warning count ....................................................           27
Largest fanout on the critical path ........................................            5
Met3 usage in global routing ...............................................       0.0161
Top post-synthesis cells by count .......................................... dfxtp_1 (54), nand2_1 (21), a21oi_1 (20)
Proportion of register bits with asynchronous set or reset after synthesis .            0
Yosys warning total ........................................................            2
Residual antenna-violating net count after detailed routing ................            0
Met2 demand-to-capacity share in global routing ............................        0.223
Cell count after synthesis .................................................          270
CTS clock-pin slew for the worst setup and hold paths ......................        70 ps
Register share of total power ..............................................        0.596
Die Ht .....................................................................      80.1 um
Tightest hold margin .......................................................       440 ps
Overall die width ..........................................................      80.1 um
Cells in synth_stat.txt ....................................................          270
I/O pin cnt ................................................................            3
Flops out of synthesis .....................................................           55
Count of distinct cell types in the synthesized netlist ....................           27
Maximum operating frequency ................................................      692 MHz
Largest net degree at the start of global routing ..........................           35
Placer congestion estimate .................................................        0.812
Post-CTS Setup Repair Bufs .................................................            0
Routed vias ................................................................        1,897
Number of detailed-route iterations in the first pass ......................            5
Internal power .............................................................     0.216 mW
Arrival time at the worst endpoint .........................................      1590 ps
Post-synth tally of flip-flops with integrated enable ......................            1
Post-Syn Area ..............................................................   2440 sq um
Final total negative setup slack ...........................................         0 ps
Worst supply voltage drop on vdd ...........................................   0.000240 V
Power share of the combinational group .....................................        0.025
Required time at the endpoint of the critical path .........................      5340 ps
Final critical-path required period ........................................      1440 ps
Number of clock buffers inserted by TritonCTS ..............................            3
Power density normalized to cell area ......................................  105 nW/um^2
Setup CP Type .............................................................. flop to flop
=========================================================================================
-- routing by layer --
layer / up-vias / routed length, um
met5: - / 0
met4: 0 / 8
li1: 998 / -
met1: 874 / 2370
met3: 2 / 98
met2: 23 / 1810
-- per-stage QoR --
step                instances  power (mW)  setup slack (ps)  cell area (sq um)  utilization
global route              341       0.283              3640               2560        0.435
global placement          337       0.172              3790               2520        0.428
CTS                       341       0.274              3760               2560        0.435
detailed placement        337       0.172              3770               2520        0.428
finish                    341       0.270              3760               2560        0.435
floorplan                 270       0.168              3790               2440            -
-- state kept, by name, indices dropped and copies added (netlist names) --
| signal | cells |
|---|---|
| component2.counter | 33 |
| component1.counter | 20 |
| component2.led | 1 |
| component1.clkOut | 1 |
-- cells by family (layout without fill, tap and decap cells) --
group	Yosys count	count (layout)	synth area share
AOI/OAI and AO/OA	40	40	0.0974
xor gates and xnor gates	26	26	0.0933
adders and majority gates	4	4	0.0205
buffers and inverters	21	17	0.0354
DFF	55	55	0.455
muxes	3	3	0.0123
and+or+nand+nor	121	121	0.286
-- power by group through the flow --
stage	sequential, mW	clock (mW)	combinational [mW]
4_1_cts	0.161	0.106	0.00697
5_1_grt	0.161	0.114	0.00761
6_report	0.161	0.102	0.00683
-- final cells by class --
type	instances	area, sq um
fill	590	3320
multi-input combinational	194	1240
sequential	55	1110
tap	75	93.8
clock buffer	3	41.3
timing repair buffer	4	35.0
inverter	9	33.8
clock inverter	1	5.00
-- cell usage in the layout (no fill, tap or decap), types with 12 or more instances in the layout --
master,count
or4_1,15
o31ai_1,15
nor4_1,15
nand4_1,12
nand2_1,21
nand3_1,15
nor2_1,14
dfxtp_1,54
a21oi_1,20
xnor2_1,18
-- final timing paths --
path                                       from                              to  cells past startpoint
setup reg to reg  component1.counter[1]$_DFF_P_  component1.counter[14]$_DFF_P_                      5
setup / recovery  component1.counter[1]$_DFF_P_  component1.counter[14]$_DFF_P_                      5
hold reg to reg   component1.counter[0]$_DFF_P_   component1.counter[0]$_DFF_P_                      1
hold / removal    component1.counter[0]$_DFF_P_   component1.counter[0]$_DFF_P_                      1
-- critical path, cell delays in order (launching register included) --
cell,delay [ps]
dfxtp_1,370
ha_1,190
and3_1,260
and3_1,250
nand4_1,130
xnor2_1,140
Power figures rest on the tool's default switching activity, not on a simulated workload.
