**design/flow/constraint.sdc**
```tcl
current_design cathode_top

set clk_period 1.5
set clk_io_pct 0.2

create_clock -name clk0 -period $clk_period [get_ports {clk}]

set non_clock_inputs [all_inputs -no_clocks]
set_input_delay [expr $clk_period * $clk_io_pct] -clock clk0 $non_clock_inputs
set_output_delay [expr $clk_period * $clk_io_pct] -clock clk0 [all_outputs]
```
**design/flow/config.mk**
```make
export PLATFORM = sky130hd
export DESIGN_NAME = cathode_top
export DESIGN_NICKNAME = cathode_top
export VERILOG_FILES = /design/flow/design.v
export SDC_FILE = /design/flow/constraint.sdc
export NUM_CORES = 4
export LEC_CHECK = 1
export CORE_AREA = 10 10 70 70
export DIE_AREA = 0 0 80 80
```
**design/flow/design.v**
```verilog
`timescale 1ns/10ps
module cathode_top
  (
   input wire         clk,
   input wire [3:0]   encoded,
   input wire         digit_point,
   output logic [7:0] cathode
   );
  always_ff @(posedge clk) begin
    cathode[7] <= digit_point;
    case (encoded)
      4'h0: cathode[6:0] <= 7'b1000000;
      4'h1: cathode[6:0] <= 7'b1111001;
      4'h2: cathode[6:0] <= 7'b0100100;
      4'h3: cathode[6:0] <= 7'b0110000;
      4'h4: cathode[6:0] <= 7'b0011001;
      4'h5: cathode[6:0] <= 7'b0010010;
      4'h6: cathode[6:0] <= 7'b0000010;
      4'h7: cathode[6:0] <= 7'b1111000;
      4'h8: cathode[6:0] <= 7'b0000000;
      4'h9: cathode[6:0] <= 7'b0010000;
      4'hA: cathode[6:0] <= 7'b0001000;
      4'hB: cathode[6:0] <= 7'b0000011;
      4'hC: cathode[6:0] <= 7'b1000110;
      4'hD: cathode[6:0] <= 7'b0100001;
      4'hE: cathode[6:0] <= 7'b0000110;
      4'hF: cathode[6:0] <= 7'b0001110;
    endcase
  end
endmodule
```
**design/flow/run.sh**
```bash
#!/bin/bash
# OpenROAD 26Q1-2900-gdf79404cd8, Yosys 0.63+post, stock flow scripts
make -C /OpenROAD-flow-scripts/flow DESIGN_CONFIG=/design/flow/config.mk WORK_HOME=/design/flow/orfs finish
```
==> run summary <==
Final wirelength - 835 um
Max-Cap Viols - 0
Crit-path max FO - 4
CTS max path bufs - 2
Leak Pwr - 0.000321 uW
Max stage delay on crit path - 0.47 ns
Critical path's most frequent cell - inv_1
DRT iter0 DRCs - 21
Setup tns final - 0 ns
Hold Path Class - input port to flip-flop
Yosys Warn Count - 1
Achievable Freq - 0.705 GHz
RSZ-0062 raised after global routing - false
Yosys reg bits - 8
CTS Sinks - 8
Gr ovfl total - 0
WL per Instance - 7.66 um
Slew Viols, Final - 0
Post-CTS Setup Inserts - 0
Die W - 80 um
First-pass GRT wire length - 1400 um
Post-CTS resize count - 3
Max_slew headroom - 0.854
Vias/cell - 3.16
Vias - 344
Final worst slack - 0.0816 ns
Top cell excl fill/tap - clkdlybuf4s50_1
Cts bufs inserted - 3
Syn avg cell area - 10.9 um2
Setup CP Type - input port to flip-flop
Post-synth design cell area - 435 um2
Post-synth seq share - 0.368
Fp_density - 0.127
Max reg flops - 8
Power per Cell Area - 719 nW/um2
Startpoint types - input port
Fin crit period - 1.42 ns
Slew @ Worst Pin - 0.218 ns
Reg clk slew, reported paths - 0.05 ns
WP data required - 1.61 ns
CTS Hold Bufs - 0
Layout cell share with drive strength beyond 1 - 0.242
Root buf cell - clkbuf_4
Layout area overhead - 62.1%
Cells after synthesis - 40
DRC - 0
Kind of end point of the critical path - flip-flop
Part of the cycle the worst path needs - 0.946
Crit path max-delay cell type - mux4_1
Worst vdd ir - 0.000135 V
Largest regs - cathode x8
Rows - 21
Input/output buffers - 13
Io pins - 14
CTS tree - yes
Via count of the first global-routing pass - 327
# setup viols final - 0
Largest net degree at the start of global routing - 8
Core area - 3420 um2
Status - finished clean
Ys cells - 40
Fin. Hold Viols - 0
Chip area - 6400 um2
Worst path arrival time - 1.53 ns
Synth cell types - 16
ANT nets after route - 0
Critical-path cell list - dlygate4sd2_1, inv_1, ha_1, inv_1, mux4_1
Initial antenna violation count - 1
Htree depth - 1
Drt pass-1 iters - 2
Top cells excl fill/tap - clkdlybuf4s50_1 (11), dfxtp_1 (8), buf_4 (8)
Final hold slack - 0.502 ns
RePlAce Congestion - 0.724
Biggest register - cathode
Tool warnings - 31
Die height - 80 um
GRT Overall Usage - 0.0260
Synthesis area per yosys - 435 um2
Dpl ws - -0.371 ns
## through the flow
stage	instances	total power, uW	area, um2	util
5_1_grt	109	554	706	0.207
3_3_place_gp	105	361	667	0.195
3_5_place_dp	105	362	667	0.195
2_1_floorplan	40	286	435	-
6_report	109	507	706	0.207
4_1_cts	108	518	691	0.202
## cells in the mapped netlist
cell / number / share of area
a22o_1: 2 / 0.040
a32o_1: 1 / 0.023
nor2_1: 5 / 0.043
and2b_2: 1 / 0.020
ha_1: 7 / 0.20
nand2_1: 1 / 0.0086
buf_2: 1 / 0.011
a21oi_1: 1 / 0.011
mux2i_1: 4 / 0.092
buf_6: 1 / 0.026
mux4_1: 1 / 0.060
inv_1: 3 / 0.026
dfxtp_1: 8 / 0.37
or3b_1: 1 / 0.020
mux2_2: 1 / 0.026
o21ai_0: 2 / 0.023
## metal layers
metal | wire, um | vias up | track usage
li1 | - | 185 | -
met1 | 337 | 144 | 0.0289
met2 | 377 | 13 | 0.0417
met3 | 112 | 2 | 0.0148
met4 | 7 | 0 | 0.00704
met5 | 0 | - | 0
## where the power goes
part / internal, uW / switching [uW] / leakage, uW
sequential: 232 / 3.80 / 0.0000671
clock: 90.6 / 60.1 / 0.0000138
combinational: 80.2 / 40.6 / 0.000240
## final timing paths
kind | startpoint | to | slack, ns | depth (start not counted)
setup / recovery | encoded[0] | cathode[3] | 0.08 | 5
hold / removal | digit_point | cathode[7] | 0.50 | 1
## logic make-up (layout without fill, tap and decap cells)
group                      after synthesis  in the layout  share of synthesized area
adders and majority gates                7              7                      0.201
muxes                                    6              6                      0.178
AOI/OAI and AO/OA                        6              6                     0.0977
and+or+nand+nor                          8              8                     0.0920
DFF                                      8              8                      0.368
other                                    0              1                          0
buffers and inverters                    5             27                     0.0632
## worst max-delay path: cells and delay by family
kind / cells / cell delay (ns)
buffers and inverters: 3 / 0.47
adders and majority gates: 1 / 0.29
muxes: 1 / 0.47
## area by class of cell
cell class	instances	area, um2
fill	381	2710
inverter	3	11.3
antenna	1	2.50
sequential	8	160
multi-input combinational	27	260
tap	46	57.6
clock buffer	3	22.5
timing repair buffer	21	191
Power is estimated from default activity; no workload was simulated.
